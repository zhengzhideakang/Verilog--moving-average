==> /design/flow/design.v <==
`default_nettype none
module getMovingAvg
#(
  parameter FIFO_ADDR_WIDTH = 10,  
  parameter FIFO_RAM_STYLE = "block",  
  parameter DIN_WIDTH = 16  
)(
  output wire signed [DIN_WIDTH-1 : 0] moving_avg,
  output wire                          moving_avg_valid,
  output wire signed [DIN_WIDTH-1 : 0] ac_signal,
  output wire                          ac_signal_valid,
  input  wire signed [DIN_WIDTH-1 : 0] din,
  input  wire                          din_valid,
  input  wire clk,
  input  wire rstn
);
reg signed [DIN_WIDTH-1 : 0] din_r1;  
always @(posedge clk) begin
  if (din_valid)
    din_r1 <= din;
end
reg din_r1_flag;  
always @(posedge clk) begin
  if (~rstn)
    din_r1_flag <= 1'b0;
  else if (din_valid)
    din_r1_flag <= 1'b1;
  else
    din_r1_flag <= din_r1_flag;
end
wire wr_en = din_r1_flag && din_valid;
wire almost_full;
wire [DIN_WIDTH-1 : 0] dout;
wire rd_en = almost_full && din_valid;
syncFIFO #(
  .DATA_WIDTH (DIN_WIDTH),
  .ADDR_WIDTH (FIFO_ADDR_WIDTH),
  .RAM_STYLE  (FIFO_RAM_STYLE),
  .FWFT_EN    (1)
) syncFIFO_u0 (
  .din          (din_r1     ),
  .wr_en        (wr_en      ),
  .full         (           ),
  .almost_full  (almost_full),
  .dout         (dout       ),
  .rd_en        (rd_en      ),
  .empty        (           ),
  .almost_empty (           ),
  .clk          (clk        ),
  .rst          (~rstn      )
);
reg signed [FIFO_ADDR_WIDTH + DIN_WIDTH - 1 : 0] sum;
always @(posedge clk) begin
  if (~rstn)
    sum <= 'd0;
  else if (din_valid)
    if (almost_full)
      sum <= sum - dout + din;
    else
      sum <= sum + din;
  else
    sum <= sum;
end
assign moving_avg = sum[FIFO_ADDR_WIDTH + DIN_WIDTH - 1 : FIFO_ADDR_WIDTH];  
assign moving_avg_valid = rd_en;
assign ac_signal = din - moving_avg;
assign ac_signal_valid = moving_avg_valid;
endmodule
`resetall
`default_nettype none
module syncFIFO
#(
  parameter DATA_WIDTH = 8,  
  parameter ADDR_WIDTH = 4,   
  parameter RAM_STYLE = "distributed",  
  parameter [0:0] FWFT_EN = 1  
)(
  input  wire [DATA_WIDTH-1:0] din,
  input  wire                  wr_en,
  output reg                   full,
  output reg                   almost_full,
  output wire [DATA_WIDTH-1:0] dout,
  input  wire                  rd_en,
  output reg                   empty,
  output reg                   almost_empty,
  input  wire                  clk,
  input  wire                  rst
);
reg  [ADDR_WIDTH:0] rptr;
always @(posedge clk or posedge rst) begin
  if (rst)
    rptr <= 0;
  else if (rd_en & ~empty)
    rptr <= rptr + 1'b1;
end
reg  [ADDR_WIDTH:0] wptr;
always @(posedge clk or posedge rst) begin
  if (rst)
    wptr <= 0;
  else if (wr_en & ~full)
    wptr <= wptr + 1'b1;
end
wire [ADDR_WIDTH-1:0] raddr = rptr[ADDR_WIDTH-1:0];
wire [ADDR_WIDTH-1:0] waddr = wptr[ADDR_WIDTH-1:0];
wire [ADDR_WIDTH:0] rptr_p1 = rptr + 1'b1;
wire [ADDR_WIDTH:0] wptr_p1 = wptr + 1'b1;
always @(*) begin
  if (rst)
    empty <= 1'b1;
  else if (rptr == wptr)
    empty <= 1'b1;
  else
    empty <= 1'b0;
end
always @(*) begin
  if (rst)
    almost_empty <= 1'b1;
  else if (rptr_p1 == wptr || empty)
    almost_empty <= 1'b1;
  else
    almost_empty <= 1'b0;
end
always @(*) begin
  if (rst)
    full  <= 1'b1;
  else if ((wptr[ADDR_WIDTH] != rptr[ADDR_WIDTH])
          && (wptr[ADDR_WIDTH-1:0] == rptr[ADDR_WIDTH-1:0])
          )
    full  <= 1'b1;
  else
    full  <= 1'b0;
end
always @(*) begin
  if (rst)
    almost_full <= 1'b1;
  else if (((wptr_p1[ADDR_WIDTH] != rptr[ADDR_WIDTH])
            && (wptr_p1[ADDR_WIDTH-1:0] == rptr[ADDR_WIDTH-1:0])
            )
          || full
          )
    almost_full <= 1'b1;
  else
    almost_full <= 1'b0;
end
localparam DEPTH = 1 << ADDR_WIDTH;  
(* ram_style = RAM_STYLE *) reg [DATA_WIDTH-1:0] mem [0:DEPTH-1];
always @(posedge clk) begin
  if (wr_en && ~full)
    mem[waddr] <= din;
end
generate
  if (FWFT_EN == 1) begin
    reg [DATA_WIDTH-1:0] dout_old;
    always @(posedge clk) begin
      if (rd_en && ~empty)
        dout_old <= mem[raddr];  
    end
    reg [DATA_WIDTH-1:0] dout_r;
    always @(*) begin
      if (~empty)
        dout_r <= mem[raddr];
      else
        dout_r <= dout_old;
    end
    assign dout = dout_r;
  end
  else begin
    reg [DATA_WIDTH-1:0] dout_r;
    always @(posedge clk) begin
      if (rd_en && ~empty)
        dout_r <= mem[raddr];
    end
    assign dout = dout_r;
  end
endgenerate
endmodule
`resetall
==> /design/flow/run.sh <==
#!/bin/bash
# OpenROAD 26Q1-2900-gdf79404cd8, Yosys 0.63+post, stock flow scripts
make -C /OpenROAD-flow-scripts/flow DESIGN_CONFIG=/design/flow/config.mk WORK_HOME=/design/flow/orfs finish
==> /design/flow/config.mk <==
export PLATFORM = sky130hd
export DESIGN_NAME = getMovingAvg
export DESIGN_NICKNAME = getMovingAvg
export VERILOG_FILES = /design/flow/design.v
export SDC_FILE = /design/flow/constraint.sdc
export NUM_CORES = 4
export LEC_CHECK = 1
export CORE_UTILIZATION = 30
export SYNTH_MEMORY_MAX_BITS = 65536
==> /design/flow/constraint.sdc <==
current_design getMovingAvg

set clk_period 4560.3
set clk_io_pct 0.2

create_clock -name clk0 -period $clk_period [get_ports {clk}]

set non_clock_inputs [all_inputs -no_clocks]
set_input_delay [expr $clk_period * $clk_io_pct] -clock clk0 $non_clock_inputs
set_output_delay [expr $clk_period * $clk_io_pct] -clock clk0 [all_outputs]
==> CHANGELOG.md <==
### Physical design

* Hold Vio Cnt, Final at 0
* Die area at 2130000 um^2
* Final worst path period share at 40.1%
* CP Class: in2out
* Endpoint class of the critical path: output pin
* Area Overhead vs Synth at 15.7%
* Clock buffer depth at 6
* Post-place instance area at 683000 um^2
* Final WL at 2030000 um
* Post-Synthesis Cells at 29600
* Critical path cell sequence: clkdlybuf4s50_1 -> inv_1 -> ha_1 -> fa_1 -> nor2b_1 -> o21ai_0 -> a21boi_0 -> o21ai_0 -> a21boi_0 -> o2111ai_1 -> nand3_1 -> nand4_1 -> nand3_1 -> clkdlybuf4s50_1
* First-pass GRT wire length at 2780000 um
* Top cells by area: edfxtp_1, mux4_2, mux2i_1, a22oi_1, nor2_1
* CTS root buf: clkbuf_16
* Clock Skew at 0.134 ns
* Failing checks: max-capacitance violations, max-slew violations
* Post-DP HPWL at 1280000 um
* Max Slew Vio Count at 3
* Most numerous cell in the Yosys netlist: edfxtp_1
* Peak supply drop at 0.000415 mV
* Dominant flop cell: edfxtp_1
* Setup violators final at 0
* Post-CTS Resized at 0
* Post-synth tally of flip-flops with integrated enable at 16400
* Die width at 1460 um
* Yosys warns at 2
* Crit path required time at 3648.24 ns
* Pin count of the biggest net entering global routing at 120
* Clk sink count at 16500
* # fillers at 191000
* Status: finished, violations left
* WHS at 0.481 ns
* Post-synth top area cell: edfxtp_1
* Slowest Stage Delay on Critical Path at 0.55 ns
* Log Warnings at 73
* Wirelength per Cell at 32.8 um
* Unrepaired setup endpoints after global routing: false
* Asr flop ratio synth at 0.134%
* Reg clk slew, reported paths at 0.06 ns
* CP bufs+invs at 3
* Vias at 322000
* Layout cell share with drive strength beyond 1 at 26.7%
* Setup TNS Final at 0 ns
* Floorplan core density at 30.1%
* Core Rows at 535
* Vias/cell at 5.21
* Sequential standard cell area at 494000 um^2
* Final Total Pwr at 0.000424 W
* Placer Congestion at 0.918
* CTS tree: built
* Total CTS buffers at 1686
* Mapped Area at 637000 um^2
* Die Height at 1460 um
* Dominant cell area share at 77.3%
* Max cap viols at 1
* Fmax at 0.000547 GHz
* CP delay by family, top: AND-OR/OR-AND gates
* CORE AREA at 2120000 um^2
* Worst slew pin tran at 1.56 ns
* Flops & latches, synth at 16500
* Register share after synthesis at 77.5%
* Arrival time worst endpoint at 916.01 ns
* Comb gate area at 133000 um^2
* Worst hold path class: reg2reg
* Ys cells at 29600
* Post-route cell area at 738000 um^2
* Initial antenna violation count at 217
* Post-route ant nets at 0
* Clk latency late pin at 1.39 ns
* Pwr per Cell Area at 0.575 nW/um^2
* Slowest CP cell: clkdlybuf4s50_1
* Overall Global Routing Usage at 20.2%
* Syn avg cell area at 21.5 um^2
* Port buffer count at 52
* Crit Path Max Fanout at 4
* Crit start category: input pin
* Drt pass-1 iters at 8
* GRT overflow at 0
* Cell Type Count at 99
* Hold buffer count at CTS at 0
* H-tree level count at 7
* 1st-iter DRT viols at 22600
* # IOs at 53
* Tmin final at 1828.07 ns
* Slew headroom at -4.44%
* Most frequent cells after synthesis: edfxtp_1, mux4_2, mux2i_1
* Pleak at 231 nW
* Number of global-route vias before repair at 352000
* DRC viols at 0
* Yosys synthesis chip area at 637000 um^2
* Setup bufs post-CTS at 0
## metrics by stage
stage	setup WS [ns]	instances	util, %
final	2732.23	61900	34.8
after detailed placement	2732.31	58500	32.2
after global routing	2732.11	61700	34.8
after floorplan	2734.35	29600	-
after global placement	2731.84	58500	32.2
after CTS	2732.32	61600	34.7
## worst paths after layout
path	startpoint	to	slack, ns	cells past startpoint
worst max-delay path	din[0]	ac_signal[14]	2732.23	14
worst min register to register	din_r1_flag$_SDFFE_PN0P_	din_r1_flag$_SDFFE_PN0P_	0.48	2
worst max register to register	syncFIFO_u0.rptr[0]$_DFFE_PN0P_	sum[22]$_SDFFE_PN0P_	4548.14	26
min in group asynchronous	rstn	syncFIFO_u0.wptr[6]$_DFFE_PN0P_	911.34	2
max in group asynchronous	rstn	syncFIFO_u0.rptr[0]$_DFFE_PN0P_	3648.07	3
worst min-delay path	din_r1_flag$_SDFFE_PN0P_	din_r1_flag$_SDFFE_PN0P_	0.48	2
## routing by layer
metal,global-route usage [%],wire [um],vias to the layer above
met3,21.3,464000,4235
met5,5.49,12300,-
met4,9.86,120000,306
met2,28.5,902000,26400
li1,-,-,130000
met1,17.0,533000,161000
## flip-flops by register name, indices dropped and copies added (netlist names)
name,count
din_r1_flag,1
syncFIFO_u0.genblk1.dout_old,16
sum,26
syncFIFO_u0.rptr,11
din_r1,16
syncFIFO_u0.wptr,11
syncFIFO_u0.mem,16384
## layout by cell type (no fill, tap or decap), types with 293 or more instances in the layout
| master | n |
|---|---|
| a21oi_1 | 485 |
| a22oi_1 | 704 |
| buf_4 | 2488 |
| clkbuf_1 | 325 |
| clkbuf_16 | 1701 |
| clkinv_1 | 383 |
| clkinv_2 | 293 |
| diode_2 | 350 |
| edfxtp_1 | 16400 |
| mux2i_1 | 1756 |
| mux4_2 | 3476 |
| nand2_1 | 682 |
| nor2_1 | 1028 |
## layout make-up
class | count | share of cell area [%]
flip-flops and latches | 16500 | 67.0
repair buffers | 2598 | 2.76
clock buffers | 2026 | 5.94
inverters | 93 | 0.0528
multi-input cells | 11200 | 18.1
clock inverters | 983 | 1.28
well taps | 28200 | 4.78
diodes | 350 | 0.119
## power by group
part | total (W) | switching [W] | internal, W | leakage, nW
clock | 0.000134 | 0.0000567 | 0.0000777 | 25.9
combinational | 0.000121 | 0.0000766 | 0.0000448 | 57.1
sequential | 0.000169 | 0.000000494 | 0.000168 | 148
## worst register-to-register path: stages, from the launching register on
cell and delay, ns:
dfrtp_4 0.85, buf_4 0.65, buf_4 0.65, buf_4 0.62, buf_4 0.64, buf_4 0.58
buf_4 0.71, mux4_2 0.63, mux4_2 0.55, o22ai_1 0.34, a21oi_1 0.30, o221ai_2 0.29
buf_4 0.40, a41o_1 0.58, o221ai_2 0.43, mux2i_1 0.46, fa_1 0.51, ha_1 0.35
o21ai_0 0.18, a21oi_1 0.11, o41ai_1 0.48, a21boi_0 0.25, a41o_1 0.34, a221o_1 0.35
a31oi_1 0.35, mux2i_1 0.14, o31a_1 0.28
## kinds of logic after synthesis
group	count (synthesis)	share of synthesized area, %
buf+inv	1934	1.82
xor+xnor	76	0.104
flops	16500	77.5
mux	5318	15.2
fa+ha+maj	89	0.196
compound gates	3006	3.36
simple gates	2708	1.81
Power is estimated from default activity; no workload was simulated.
